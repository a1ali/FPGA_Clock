<file path="design.v">
`timescale 1ns / 1ps
module clock(
input clk,
input hours_increment,
input hours_decrement,
input mins_increment,
input mins_decrement,
output [7:0] SEG,
output [5:0] ENABLE
    );
localparam  one_sec = 11999999;  
reg [23:0] count = 0;
reg [3:0] seconds = 0;
reg [3:0] t_secs = 0;
reg [3:0] minutes = 0;
reg [3:0] t_mins = 0;
reg [3:0] hours = 0;
reg [3:0] t_hours = 0;
wire hour_inc, hour_dec, min_inc, min_dec;
debouncer inst1 (.CLK(clk), .switch_input(hours_increment), .trans_dn(hour_inc));
debouncer inst2 (.CLK(clk), .switch_input(hours_decrement), .trans_dn(hour_dec));
debouncer inst3 (.CLK(clk), .switch_input(mins_increment), .trans_dn(min_inc));
debouncer inst4 (.CLK(clk), .switch_input(mins_decrement), .trans_dn(min_dec));
refresh in(.clk(clk), .seconds(seconds), .t_secs(t_secs), .minutes(minutes), .t_mins(t_mins), .hours(hours), .t_hours(t_hours) ,  .SEG(SEG), .ENABLE(ENABLE));  
always @(posedge clk)
begin
	if(hour_inc)
	 begin
		hours <= hours + 1;
		if (hours == 9 && t_hours == 0)
		 begin
			hours <= 0;
			t_hours <= 1;
		 end
		if (hours == 2 && t_hours == 1)
		 begin
			hours <= 1;
			t_hours <= 0;
		 end
	 end
	else if (hour_dec)
	 begin
		hours <= hours - 1;
		if (t_hours == 1 && hours == 0)
		 begin
			t_hours <= 0;
			hours <= 9;
		 end
		if (t_hours == 0 && hours == 1)
		 begin
			t_hours <= 1;
			hours <= 2;
		 end
	 end
	else if (min_inc)
	 begin
		minutes <= minutes + 1;
		if (minutes == 9 && t_mins < 5)
		 begin
			minutes <= 0;
			t_mins <= t_mins + 1;
		 end
		if (minutes == 9 && t_mins == 5)
		 begin
			minutes <= 0;
			t_mins <= 0;
		 end
	 end
	else if (min_dec)
	 begin
		minutes <= minutes - 1;
		if (minutes == 0 && t_mins > 0)
		 begin
			minutes <= 9;
			t_mins <= t_mins - 1;
		 end
		if (minutes == 0 && t_mins == 0)
		 begin
			t_mins <= 5;
			minutes <= 9;
		 end
	 end
	count <= count + 1;
	if (count == one_sec)
	begin
		count <= 0;
		seconds <= seconds + 1;
		if (seconds == 9)
		begin
			seconds <= 0;
			t_secs <= t_secs + 1;
			if (t_secs == 5)
			 begin
				t_secs <= 0;
				minutes <= minutes + 1;
				if (minutes == 9)
			    	begin
					minutes <= 0;
					t_mins <= t_mins + 1;
					if (t_mins == 5)
						begin
						t_mins <= 0;
						hours <= hours + 1;
						if (hours == 9 && t_hours == 0)
							begin
								hours <= 0;
								t_hours <= t_hours + 1;	
							end
						if (hours == 2 && t_hours == 1)
							begin
								t_hours <= 0;
								hours <= 1;
							end
						end	
				 end
			end
		end
	end
end
endmodule
module debouncer(
    input CLK,
    input switch_input,
    output reg state,
    output trans_up,
    output trans_dn
    );
reg sync_0, sync_1;
always @(posedge CLK) 
begin
  sync_0 = switch_input;
end
always @(posedge CLK) 
begin
  sync_1 = sync_0;
end
reg [16:0] count;
wire idle = (state == sync_1);
wire finished = &count;	 
always @(posedge CLK)
begin
  if (idle)
  begin
    count <= 0;
  end
  else 
  begin
    count <= count + 16'd1;  
    if (finished)
    begin
      state <= ~state;  
    end
  end
end
assign trans_dn = ~idle & finished & ~state;
assign trans_up = ~idle & finished & state;
endmodule
module refresh(
    input clk,
    input [3:0] seconds, t_secs, minutes, t_mins, hours, t_hours,
    output [7:0] SEG,
    output reg [5:0] ENABLE
    );
localparam refresh_rate = 50000;	 
reg [3:0] digit_data;
reg [2:0] digit_posn;
reg [23:0] prescaler;
to_7_seg decoder(.clk (clk), .SEG(SEG), .count (digit_data));   
always @(posedge clk)
begin
  prescaler <= prescaler + 24'd1;
  if (prescaler == refresh_rate)
  begin
    ENABLE <= 6'b111111;	
    prescaler <= 0;
    digit_posn <= digit_posn + 3'd1;
    if (digit_posn == 0)
    begin
      ENABLE <= 6'b111110;
      digit_data <= seconds;
    end
    else if (digit_posn == 3'd1)
    begin
      ENABLE <= 6'b111101;
      digit_data <= t_secs;
    end
    else if (digit_posn == 3'd2)
    begin
      ENABLE <= 6'b111011;
      digit_data <= minutes;
    end
    else if (digit_posn == 3'd3)
    begin
      ENABLE <= 6'b110111;
      digit_data <= t_mins;	
    end
    else if (digit_posn == 3'd4)
    begin
      ENABLE <= 6'b101111;
      digit_data <= hours;	
    end
    else  
    begin
      ENABLE <= 6'b011111;
      digit_data <= t_hours;
      digit_posn <= 0;	
    end
  end
end
endmodule
module to_7_seg(
		input clk,
		input  [3:0] count,
		output reg [7:0] SEG
    );
always @(posedge clk)
begin
	case(count)
	4'd0: SEG <= 8'b11111100;
	4'd1: SEG <= 8'b01100000;
	4'd2: SEG <= 8'b11011010;
	4'd3: SEG <= 8'b11110010;
	4'd4: SEG <= 8'b01100110;
	4'd5: SEG <= 8'b10110110;
	4'd6: SEG <= 8'b10111110;
	4'd7: SEG <= 8'b11100000;
	4'd8: SEG <= 8'b11111110;
	4'd9: SEG <= 8'b11110110;
	default: SEG <= 8'b00000000;
	endcase
end
endmodule
</file>
<file path="run.sh">
#!/bin/bash
# OpenROAD 26Q1-2900-gdf79404cd8, Yosys 0.63+post, stock flow scripts
make -C /OpenROAD-flow-scripts/flow DESIGN_CONFIG=/design/flow/config.mk WORK_HOME=/design/flow/orfs finish
</file>
<file path="config.mk">
export PLATFORM = sky130hd
export DESIGN_NAME = clock
export DESIGN_NICKNAME = clock
export VERILOG_FILES = /design/flow/design.v
export SDC_FILE = /design/flow/constraint.sdc
export NUM_CORES = 4
export LEC_CHECK = 1
export CORE_UTILIZATION = 30
</file>
<file path="constraint.sdc">
current_design clock

set clk_period 3.7
set clk_io_pct 0.2

create_clock -name clk0 -period $clk_period [get_ports {clk}]

set non_clock_inputs [all_inputs -no_clocks]
set_input_delay [expr $clk_period * $clk_io_pct] -clock clk0 $non_clock_inputs
set_output_delay [expr $clk_period * $clk_io_pct] -clock clk0 [all_outputs]
</file>
==> GITHUB_STEP_SUMMARY <==
## PnR job results

| Metric | Value |
|---|---|
| Setup TNS | `0 ns` |
| Vias in the first global route | `5386` |
| Post-DR vias/cell | `4.74` |
| Number of enable flip-flop cells | `25` |
| Crit Path Category | `reg -> reg` |
| RSZ-0062 raised after global routing | `no` |
| Port bufs | `17` |
| Row count | `60` |
| I/O pins | `19` |
| Synth cell count leaders | `dfxtp_1 (147), nor2_1 (110), xnor2_1 (53)` |
| Netlist cell types | `64` |
| Most common cell on crit path | `ha_1` |
| Top routing layer in use | `met4` |
| Crit-path max cell delay | `0.55 ns` |
| Initial core utilization | `30.5%` |
| Post-DR wirelength/cell | `11.3 um` |
| Clock skew | `0.0108 ns` |
| GRT Resource Usage Total | `10.6%` |
| Status | `finished clean` |
| Post-route core utilization | `34.7%` |
| DRT Pass-1 Iters | `5` |
| Met2 WL | `6200 um` |
| CP Launch Type | `register` |
| Sink Count | `172` |
| Grt ovf | `0` |
| Fin crit period | `3.00 ns` |
| Post-synth ARST share | `0%` |
| Synth top area cells | `dfxtp_1 (36%), edfxtp_1 (9.2%), ha_1 (6.3%)` |
| Area growth, synth to finish | `13.8%` |
| Setup Buffers After CTS | `0` |
| First-pass GRT wire length | `24900 um` |
| DPL Wire Length | `9770 um` |
| Core area | `26900 um^2` |
| Leading area contributor after synthesis | `dfxtp_1` |
| Worst min path class | `reg -> reg` |
| Filler instances | `2680` |
| Crit end category | `register` |
| Clock buffer count from CTS | `17` |
| Final setup fails | `0` |
| Clock Latency Late Sink | `0.42 ns` |
| Tcrit/Tclk final | `81.0%` |
| CP top delay family | `simple AND/OR/NAND/NOR gates` |
| Final Max-Slew Violation Tally | `0` |
| Count leader, synth | `dfxtp_1` |
| Highest fanout seen on the critical path | `8` |
| Gp weighted congestion | `0.863` |
| DR WL met3 | `429 um` |
| WP data required | `4.00 ns` |
| Final Hold Fails | `0` |
| Synthesized area per cell | `9.26 um^2` |
| Total inserted antenna cells | `0` |
| DIE HEIGHT | `167 um` |
| Post-route ant nets | `0` |
| Share of post-route cells with drive strength above 1 | `5.89%` |
| Top-area cell share | `35.9%` |
| Die width | `167 um` |
| Fmax | `334 MHz` |
| Clock-pin slew on the worst setup and hold paths | `0.07 ns` |
| Post-CTS resize count | `0` |
| Maximum number of pins on one net before global-route repair | `23` |
| Die ar. | `28000 um^2` |
| Clock tree from TritonCTS | `built` |
| Total wire length | `14300 um` |
| Critical path, cell by cell | `ha_1 > nand3_1 > nor4_1 > ha_1 > nand3b_1 > a31oi_1 > a211oi_1 > or4_1 > o311ai_0` |
| Seq/Total Area, Yosys | `45.0%` |
| Initial antenna violation count | `0` |
| Critical path arrival | `3.30 ns` |
| Flops after synth | `172` |
| Area of the multi-input gates | `4250 um^2` |
| Mapped cell area | `8200 um^2` |
| Peak VDD IR | `0.000289 V` |
| Register area | `3690 um^2` |
| Yosys Instances | `886` |
| YS warnings | `4` |
| Leak Pwr | `3.39 nW` |
| CTS root buf | `clkbuf_16` |
| Synthesis area per yosys | `8200 um^2` |
| PD cells | `395 nW/um^2` |
| Longest Clk Path Bufs | `2` |
| Max-cap violations | `0` |
| Post-route met1 wirelength | `7490 um` |
| Synth Instances | `886` |
| CP bufs+invs | `0` |
| Slew margin rel. | `39.5%` |
| Measured slew at the worst slew-check pin | `0.899 ns` |
| Tool warnings | `47` |
| DR DRC count | `0` |
| Slowest-stage cell, CP | `a31oi_1` |
| H-tree Lvls | `4` |
| Number of buffers inserted by hold repair at cts | `0` |
| Via Count | `5966` |
| Commonest flop | `dfxtp_1` |
| Initial drt markers | `415` |
[state kept, by name (all words and copies together) (netlist names), 4 cells and up]
| register | flops |
|---|---|
| minutes | 4 |
| inst2.count | 17 |
| in.decoder.SEG | 7 |
| t_mins | 4 |
| inst3.count | 17 |
| in.ENABLE | 6 |
| seconds | 4 |
| in.digit_data | 4 |
| inst1.count | 17 |
| t_secs | 4 |
| t_hours | 4 |
| hours | 4 |
| count | 24 |
| in.prescaler | 24 |
| inst4.count | 17 |
[placed cells by master (no fill, tap or decap), drive strengths merged, types with 23 or more instances in the layout]
cell type  synthesis  final
nor2             110    110
inv               42     49
nand2             49     49
o21ai             30     30
edfxtp            25     25
xor2              44     44
a21oi             30     30
nor3              23     23
nand4             33     33
ha                41     41
dfxtp            147    147
nand3             50     50
xnor2             53     53
[worst paths after layout]
| kind | from | cells past startpoint | slack, ns | endpoint |
|---|---|---|---|---|
| setup / recovery | inst3.count[0] | 9 | 0.70 | minutes[2] |
| hold / removal | inst4.sync_0 | 0 | 0.33 | inst4.sync_1 |
| setup reg to reg | inst3.count[0] | 9 | 0.70 | minutes[2] |
| hold reg to reg | inst4.sync_0 | 0 | 0.33 | inst4.sync_1 |
[worst reg2reg max path: cells and delay by family (launching register included)]
kind | cells | cell delay (ns)
adder cells (fa/ha/maj) | 2 | 0.42
AND-OR/OR-AND | 3 | 0.80
AND/OR/NAND/NOR | 4 | 1.30
flip-flops | 1 | 0.37
[power by group]
group	total (W)	switching [W]	internal (W)
clock	0.00173	0.000770	0.000962
combinational	0.0000369	0.0000187	0.0000181
sequential	0.00192	0.0000125	0.00190
total	0.00369	0.000801	0.00288
[through the flow]
step,total power (W),setup WS [ns],hold slack [ns],cell area [um^2],instances
floorplan,0.00198,0.445,0.310,8200,886
global placement,0.00200,0.868,0.314,8760,1226
CTS,0.00375,0.753,0.331,9340,1258
global route,0.00383,0.572,0.342,9340,1258
finish,0.00369,0.702,0.329,9340,1258
detailed placement,0.00200,0.802,0.313,8760,1226
[per-layer routing]
metal	global-route usage, %	vias up
li1	-	3186
met1	16.2	2705
met2	16.2	67
met3	2.09	8
met4	1.36	0
met5	0	-
[area by class of cell]
cell class	count	area share [%]
multi-input cells	646	45.6
flip-flops and latches	172	39.6
clock buffers	18	4.70
well taps	341	4.57
repair buffers	25	2.47
inverters	42	1.69
clock inverters	14	1.45
[logic make-up after synthesis]
| kind of cell | share of synthesized area, % |
|---|---|
| flops | 45.0 |
| compound gates | 8.91 |
| buf+inv | 3.17 |
| fa+ha+maj | 6.25 |
| other cells | 0.0457 |
| xor+xnor | 10.4 |
| mux | 1.27 |
| simple gates | 25.0 |
No activity file was given, so power comes from the tool's default toggle rates.
